==> /design/flow/design.v <==
`timescale 1ns / 1ps
module Master (
	input CLK,
	input RST,
	input HGRANT,
	input HREADY,
	input [1:0] HRESP,
	input [31:0] HRDATA,
	output reg HREQ,
	output reg HLOCK,
	output reg [15:0] HADDR,
	output reg [31:0] HWDATA,
	output reg AB,
	input U_REQ, 
	input U_LOCK,
	input U_WRITE,
	input [11:0] U_ADDR,
	input [31:0] U_WDATA,
	input [1:0] U_SLAVE
);
	parameter [2:0] IDLE = 3'd0;
	parameter [2:0] REQUEST = 3'd1;
	parameter [2:0] TRANS_BEGIN = 3'd2;
	parameter [2:0] TRANS_END = 3'd3;
	parameter [2:0] TRANS_RD_HOLD = 3'd4;
	parameter [2:0] SPLIT = 3'd5;
	reg [15:0] ADDR; 
	reg [31:0] R_DATA; 
	reg [2:0] ADDR_INC = 12'd4;  
	reg [11:0] PC;  
	reg TRANS;
	reg HWRITE;
	reg [2:0] state;
	initial begin
		AB = 1'bz;
		state = IDLE;  
		R_DATA = 32'bz;
	end
always @ (posedge CLK or posedge RST )
	begin
		if(RST == 1) 
			begin
			HREQ <= 1'b0;
			HLOCK <= 1'b0;  
			HADDR <= 16'bx;
			HWDATA <= 32'bx;
			state <= IDLE;
			end
	else begin
		case(state)
			IDLE: begin
				HREQ <= 1'b0;
				HLOCK <= 1'b0;  
				TRANS <= 1'b0;  
				ADDR <= 16'bx;
				ADDR[15] <= TRANS;
				HADDR <= ADDR;
				HWRITE = U_WRITE;
				state <= (U_REQ == 1)?REQUEST:IDLE;
			end
			REQUEST : begin
				HWDATA <= 32'bx;
				HREQ <= U_REQ;
				HLOCK <= U_LOCK;
					if(HGRANT) begin
						ADDR[11:0] <= U_ADDR;
						HREQ <= 1'b1;
						HLOCK <= U_LOCK;  
						state <= TRANS_BEGIN;
					end
					else state <= REQUEST;
			end
			TRANS_BEGIN: begin
					HREQ <= 1'b0;
					TRANS <= 1'b0;  
					ADDR[15] <= TRANS;
					ADDR[14:13] <= U_SLAVE;  
					HWRITE = U_WRITE;  
					ADDR[12] <= HWRITE;
					HADDR <= ADDR;
					PC <= ADDR[11:0] + ADDR_INC;  
					state <= TRANS_END;
			end
			TRANS_END: begin
				HLOCK <= U_LOCK; 
				TRANS <= 1'b1;
				ADDR[15] <= TRANS;
				HADDR <= ADDR;
				if(HREADY == 1) begin
						if(U_WRITE == 1)
							begin
								HWDATA <= U_WDATA;  
								state <= (HLOCK == 1 || HREADY != 1)?TRANS_BEGIN:IDLE;
							end
						else if(U_WRITE == 0)
							begin
								state <= TRANS_RD_HOLD;
							end
				end
				else if(HRESP == 2'b11) state <= SPLIT; 
				else state <= TRANS_END;
			end
			TRANS_RD_HOLD: begin
				if (HRESP == 2'b11) state <= SPLIT;
				else
					begin
						HLOCK <= U_LOCK;
						R_DATA <= (HRDATA !== 32'bx)?HRDATA:32'bz;  
						state <= (HLOCK == 1 || HRDATA === 32'bx || HREADY != 1)?TRANS_RD_HOLD:IDLE; 
					end
			end
			SPLIT: begin
				if(HGRANT) state <= TRANS_RD_HOLD;
			end 
	 endcase
 end
end 
endmodule
==> /design/flow/run.sh <==
#!/bin/bash
# OpenROAD 26Q1-2900-gdf79404cd8, Yosys 0.63+post, stock flow scripts
make -C /OpenROAD-flow-scripts/flow DESIGN_CONFIG=/design/flow/config.mk WORK_HOME=/design/flow/orfs finish
==> /design/flow/config.mk <==
export PLATFORM = sky130hd
export DESIGN_NAME = Master
export DESIGN_NICKNAME = Master
export VERILOG_FILES = /design/flow/design.v
export SDC_FILE = /design/flow/constraint.sdc
export NUM_CORES = 4
export LEC_CHECK = 1
export CORE_UTILIZATION = 50
==> /design/flow/constraint.sdc <==
current_design Master

set clk_period 5.7
set clk_io_pct 0.2

create_clock -name clk0 -period $clk_period [get_ports {CLK}]

set non_clock_inputs [all_inputs -no_clocks]
set_input_delay [expr $clk_period * $clk_io_pct] -clock clk0 $non_clock_inputs
set_output_delay [expr $clk_period * $clk_io_pct] -clock clk0 [all_outputs]
==> flow_summary.yaml <==
# flow metrics
flow_run:
  warnings: 60
  cap_violations: 0
worst_setup_path:
  worstRegToRegCells: 4
  startpoint: "HREADY"
  cp.arrival_ns: 2.77
  r2r-end: "HADDR[1]"
  end_kind: "flop"
  r2r-start: "state[2]"
  critPathRequiredTime_ns: 5.91
  crit_type: "input port to flop"
  cp_max_fo: 32
  cp-start-kind: "input port"
  rrSetupSlack_ns: 3.60
placement:
  place_inst: 353
  hpwl_mm: 3.47
  placed_cell_area_um2: 3940
  io_buffers: 104
  routabilityCongestion: 0.887
power:
  p_leak_uw: 0.00166
  power.switching_uw: 564
  p_clk_frac: 0.152
  power.share.combinational: 0.436
  seqPwrFrac: 0.412
  switching_share: 0.265
  p_int_uw: 1560
  powerDensity_nw_per_um2: 519
  ir_drop_mv: 0.258
logic_synthesis:
  flop_cell: "dfrtp_1"
  topCellsByArea: "dfrtp_1 (47%), edfxtp_1 (18%), mux2_2 (15%)"
  synthMostInstantiatedCell: "dfrtp_1"
  synth_seq_share: 0.645
  numSynthFlops: 70
  syn_area_um2: 2850
  synth-edff-count: 17
  common_cells: "dfrtp_1 (53), mux2_2 (38), edfxtp_1 (17)"
  ys_area_um2: 2850
  yosysTopAreaCellShare: 0.466
  syn_inst: 183
  yosys_warnings: 4
  syn_area_per_cell_um2: 15.6
  ys_cells: 183
  synth_area_leader_cell: "dfrtp_1"
  synthArstFlopShare: 0.757
  ys_types: 39
final_timing:
  slew_headroom: 0.566
  finalClockPeriodUsage: 0.449
  timing.fmax_mhz: 391
  worst_pin_slew_ns: 0.650
  skew_ns: 0.00461
  rsz0062_at_grt: "false"
  setup_viol: 0
  min_period_ns: 2.56
  fin_tns_setup_ns: 0
  finalHoldViolCount: 0
  finalMaxSlewViolations: 0
  whs_ns: 0.427
clock_network:
  h-tree-depth: 3
  cts.sinks: 70
  clock-root-buffer: "clkbuf_8"
  hold_buffers: 0
  clkLatencyLatePin_ns: 0.33
  cts.path.max_buffers: 2
  cts_buffers: 9
  cts_resized: 0
  cts_tree: "built"
  post_cts_buffers: 0
  cts.clk_slew.worst_paths_ns: 0.07
global_route:
  antenna_found_initial: 0
  grt_max_degree: 54
  grt_overflow: 0
  first_global_vias: 1760
  grt_pass1_wl_mm: 8.40
  gr-usage-all-layers: 0.186
worst_hold_path:
  hp-class: "flop to flop"
  whs_path_depth: 0
  hold_end: "ADDR[15]"
  min_from: "TRANS"
floorplan:
  chipArea_um2: 6000
  ios: 138
  die_y_um: 77.5
  initial_core_util: 0.517
  rows: 27
  fp.coreArea_um2: 5510
  die_x_um: 77.5
layout:
  final_area_um2: 4100
  synthToLayoutAreaGrowth_pct: 44.0
  layout-drive-gt1-share: 0.239
  layout.cells.non_filler: 369
  fin_util: 0.745
drt:
  antenna-diode-count: 0
  wl_per_cell_um: 13.5
  detail-route-antenna-nets: 0
  drt-total-wl_mm: 4.99
  vias_per_cell: 5.01
  num_vias: 1847
  dr.first_iter.drc_count: 62
  post-route-drc-count: 0
  dr.pass1.iters: 4
status:
  status: "complete, no violations"
-- critical path, stage by stage --
cell	delay, ns
clkdlybuf4s50_1	0.57
nand2_1	0.13
a21oi_4	0.15
buf_4	0.38
mux2_2	0.39
-- worst max-delay path by stage --
stage	slack, ns	endpoint
CTS	3.17	HWDATA[12]
global route	3.05	HWDATA[21]
finish	3.14	HWDATA[12]
-- kinds of logic (layout without fill, tap and decap cells) --
family / count (synthesis) / in the layout / share of synthesized area
flops: 70 / 70 / 0.645
mux: 49 / 49 / 0.205
simple gates: 25 / 25 / 0.0509
compound gates: 21 / 21 / 0.0553
buf+inv: 14 / 128 / 0.0294
fa+ha+maj: 3 / 3 / 0.0132
other cells: 1 / 1 / 0.00132
-- layout by cell type (no fill, tap or decap), types with 2 or more instances in the layout --
| cell type | count |
|---|---|
| a21oi_1 | 4 |
| buf_4 | 3 |
| clkbuf_1 | 2 |
| clkbuf_8 | 9 |
| clkdlybuf4s50_1 | 104 |
| clkinv_1 | 2 |
| clkinvlp_4 | 2 |
| dfrtp_1 | 53 |
| edfxtp_1 | 17 |
| ha_1 | 3 |
| inv_1 | 3 |
| inv_2 | 2 |
| mux2_2 | 38 |
| mux2_4 | 9 |
| nand2_1 | 7 |
| nor2_1 | 6 |
| nor2b_1 | 4 |
| o21ai_0 | 4 |
| o31ai_1 | 2 |
-- through the flow --
step / setup WS (ns) / power, uW
floorplan: 2.84 / 1370
global placement: 2.81 / 1810
detailed placement: 2.80 / 1830
CTS: 3.17 / 2160
global route: 3.05 / 2280
finish: 3.14 / 2130
-- layout make-up --
| class | instances | area [um2] |
|---|---|---|
| fill | 388 | 1400 |
| sequential | 70 | 1840 |
| tap | 72 | 90.1 |
| inverter | 5 | 18.8 |
| multi-input combinational | 99 | 935 |
| clock inverter | 5 | 27.5 |
| clock buffer | 11 | 131 |
| timing repair buffer | 107 | 1060 |
-- state kept, by name, indices dropped and copies added (netlist names) --
name,flops
HLOCK,1
HADDR,16
TRANS,1
ADDR,16
HREQ,1
HWDATA,32
state,3
-- power by group through the flow --
stage	combinational, uW	sequential [uW]	clock [uW]
CTS	941	880	336
global route	1000	912	359
finish	928	878	324
-- layer usage --
metal | GRT usage | routed length, um
met5 | 0 | 0
met2 | 0.270 | 2210
met4 | 0.0377 | 105
met3 | 0.0430 | 338
met1 | 0.313 | 2330
Power and IR drop assume default switching activity.
